--- flow/design.v ---
module pe (
    input  logic clk,
    input  logic rst,
    input  logic signed [7:0]  a_in,
    input  logic signed [7:0]  b_in,
    output logic signed [7:0]  a_out,
    output logic signed [7:0]  b_out,
    output logic signed [31:0] sum
);
    always_ff @(posedge clk) begin
        if (rst) begin
            sum   <= 32'sd0;
            a_out <= 8'sd0;
            b_out <= 8'sd0;
        end else begin
            sum   <= sum + (a_in * b_in);
            a_out <= a_in;
            b_out <= b_in;
        end
    end
endmodule
module systolic_4x4 (
    input  logic clk,
    input  logic rst,
    input  logic signed [7:0] a_in_row [0:3],
    input  logic signed [7:0] b_in_col [0:3],
    output logic signed [31:0] c_out [0:15]
);
    logic signed [7:0]  a_bus [0:3][0:4];  
    logic signed [7:0]  b_bus [0:4][0:3];  
    logic signed [31:0] sum   [0:3][0:3];
    genvar r, c;
    generate
        for (r = 0; r < 4; r++) begin : EDGE_A
            always_comb a_bus[r][0] = a_in_row[r];
        end
        for (c = 0; c < 4; c++) begin : EDGE_B
            always_comb b_bus[0][c] = b_in_col[c];
        end
    endgenerate
    generate
        for (r = 0; r < 4; r++) begin : ROW
            for (c = 0; c < 4; c++) begin : COL
                pe u_pe (
                    .clk   (clk),
                    .rst   (rst),
                    .a_in  (a_bus[r][c]),
                    .b_in  (b_bus[r][c]),
                    .a_out (a_bus[r][c+1]),
                    .b_out (b_bus[r+1][c]),
                    .sum   (sum[r][c])
                );
            end
        end
    endgenerate
    always_comb begin
        c_out[0]  = sum[0][0];
        c_out[1]  = sum[0][1];
        c_out[2]  = sum[0][2];
        c_out[3]  = sum[0][3];
        c_out[4]  = sum[1][0];
        c_out[5]  = sum[1][1];
        c_out[6]  = sum[1][2];
        c_out[7]  = sum[1][3];
        c_out[8]  = sum[2][0];
        c_out[9]  = sum[2][1];
        c_out[10] = sum[2][2];
        c_out[11] = sum[2][3];
        c_out[12] = sum[3][0];
        c_out[13] = sum[3][1];
        c_out[14] = sum[3][2];
        c_out[15] = sum[3][3];
    end
endmodule
module top (
    input  logic CLOCK_50,
    input  logic uart_rx,    
    output logic uart_tx,    
    output logic [9:0] LEDR
);
    logic rst;
    assign rst = 1'b0;
    logic [7:0] rx_data;
    logic       rx_valid;
    uart_rx #(
        .CLK_HZ(50_000_000),
        .BAUD  (115200)
    ) u_rx (
        .clk        (CLOCK_50),
        .rst        (rst),
        .rx         (uart_rx),
        .data_out   (rx_data),
        .data_valid (rx_valid)
    );
    logic [7:0] tx_data;
    logic       tx_start;
    logic       tx_busy;
    logic       tx_done;
    uart_tx #(
        .CLK_HZ(50_000_000),
        .BAUD  (115200)
    ) u_tx (
        .clk     (CLOCK_50),
        .rst     (rst),
        .data_in (tx_data),
        .start   (tx_start),
        .tx      (uart_tx),
        .busy    (tx_busy),
        .done    (tx_done)
    );
    logic signed [7:0] A [0:3][0:3];
    logic signed [7:0] B [0:3][0:3];
    logic compute_rst;
    logic signed [7:0]  a_in_row [0:3];
    logic signed [7:0]  b_in_col [0:3];
    logic signed [31:0] c_out    [0:15];
    systolic_4x4 u_sys (
        .clk      (CLOCK_50),
        .rst      (compute_rst),
        .a_in_row (a_in_row),
        .b_in_col (b_in_col),
        .c_out    (c_out)
    );
    logic [31:0] compute_cycles;
    typedef enum logic [3:0] {
        WAIT_A5,
        RECV_PAYLOAD,
        RECV_DONE,        
        CLEAR_SYS,        
        WAIT_CLEAR,       
        RUN_SYS,
        SEND_ACK,
        WAIT_ACK_DONE,
        SEND_DATA,
        WAIT_DATA_DONE,
        SEND_CYCLES,
        WAIT_CYCLES_DONE,
        SEND_END,
        WAIT_END_DONE
    } state_t;
    state_t state;
    logic [5:0] rx_idx;     
    logic [3:0] t_cycle;    
    logic [6:0] tx_idx;     
    logic [1:0] cyc_idx;    
    logic [7:0] dbg_tx_count;
    logic       dbg_end_sent;
    function automatic logic [7:0] get_c_byte(input logic [6:0] byte_index);
        logic [3:0]  word_i;
        logic [1:0]  byte_i;
        logic [31:0] w;
        begin
            word_i = byte_index[6:2];   
            byte_i = byte_index[1:0];   
            w = c_out[word_i];
            case (byte_i)
                2'd0: get_c_byte = w[7:0];
                2'd1: get_c_byte = w[15:8];
                2'd2: get_c_byte = w[23:16];
                default: get_c_byte = w[31:24];
            endcase
        end
    endfunction
    function automatic logic [7:0] get_cycle_byte(input logic [1:0] byte_index);
        case (byte_index)
            2'd0: get_cycle_byte = compute_cycles[7:0];
            2'd1: get_cycle_byte = compute_cycles[15:8];
            2'd2: get_cycle_byte = compute_cycles[23:16];
            default: get_cycle_byte = compute_cycles[31:24];
        endcase
    endfunction
    integer i;
    always_comb begin
        for (i = 0; i < 4; i++) begin
            a_in_row[i] = 8'sd0;
            b_in_col[i] = 8'sd0;
        end
        if (state == RUN_SYS) begin
            for (i = 0; i < 4; i++) begin
                if ((t_cycle >= i) && ((t_cycle - i) < 4))
                    a_in_row[i] = A[i][t_cycle - i];
            end
            for (i = 0; i < 4; i++) begin
                if ((t_cycle >= i) && ((t_cycle - i) < 4))
                    b_in_col[i] = B[t_cycle - i][i];
            end
        end
    end
    always_ff @(posedge CLOCK_50) begin
        tx_start    <= 1'b0;
        compute_rst <= 1'b0;
        if (rst) begin
            state          <= WAIT_A5;
            rx_idx         <= 6'd0;
            t_cycle        <= 4'd0;
            tx_idx         <= 7'd0;
            cyc_idx        <= 2'd0;
            tx_data        <= 8'h00;
            compute_cycles <= 32'd0;
            dbg_tx_count   <= 8'd0;
            dbg_end_sent   <= 1'b0;
        end else begin
            case (state)
                WAIT_A5: begin
                    rx_idx       <= 6'd0;
                    dbg_tx_count <= 8'd0;
                    dbg_end_sent <= 1'b0;
                    if (rx_valid && rx_data == 8'hA5) begin
                        state <= RECV_PAYLOAD;
                    end
                end
                RECV_PAYLOAD: begin
                    if (rx_valid) begin
                        if (rx_idx < 6'd16) begin
                            A[rx_idx[3:2]][rx_idx[1:0]] <= $signed(rx_data);
                        end else begin
                            B[rx_idx[3:2]][rx_idx[1:0]] <= $signed(rx_data);
                        end
                        if (rx_idx == 6'd31) begin
                            state <= RECV_DONE;   
                        end else begin
                            rx_idx <= rx_idx + 6'd1;
                        end
                    end
                end
                RECV_DONE: begin
                    state <= CLEAR_SYS;
                end
                CLEAR_SYS: begin
                    compute_rst    <= 1'b1;
                    t_cycle        <= 4'd0;
                    compute_cycles <= 32'd0;
                    state          <= WAIT_CLEAR;
                end
                WAIT_CLEAR: begin
                    state <= RUN_SYS;
                end
                RUN_SYS: begin
                    compute_cycles <= compute_cycles + 32'd1;
                    if (t_cycle == 4'd9) begin
                        state <= SEND_ACK;
                    end else begin
                        t_cycle <= t_cycle + 4'd1;
                    end
                end
                SEND_ACK: begin
                    if (!tx_busy) begin
                        tx_data      <= 8'h5A;
                        tx_start     <= 1'b1;
                        tx_idx       <= 7'd0;
                        dbg_tx_count <= dbg_tx_count + 8'd1;
                        state        <= WAIT_ACK_DONE;
                    end
                end
                WAIT_ACK_DONE: begin
                    if (tx_done) begin
                        state <= SEND_DATA;
                    end
                end
                SEND_DATA: begin
                    tx_data      <= get_c_byte(tx_idx);
                    tx_start     <= 1'b1;
                    dbg_tx_count <= dbg_tx_count + 8'd1;
                    state        <= WAIT_DATA_DONE;
                end
                WAIT_DATA_DONE: begin
                    if (tx_done) begin
                        if (tx_idx == 7'd63) begin
                            cyc_idx <= 2'd0;
                            state   <= SEND_CYCLES;
                        end else begin
                            tx_idx <= tx_idx + 7'd1;
                            state  <= SEND_DATA;
                        end
                    end
                end
                SEND_CYCLES: begin
                    tx_data      <= get_cycle_byte(cyc_idx);
                    tx_start     <= 1'b1;
                    dbg_tx_count <= dbg_tx_count + 8'd1;
                    state        <= WAIT_CYCLES_DONE;
                end
                WAIT_CYCLES_DONE: begin
                    if (tx_done) begin
                        if (cyc_idx == 2'd3) begin
                            state <= SEND_END;
                        end else begin
                            cyc_idx <= cyc_idx + 2'd1;
                            state   <= SEND_CYCLES;
                        end
                    end
                end
                SEND_END: begin
                    tx_data      <= 8'hA6;
                    tx_start     <= 1'b1;
                    dbg_tx_count <= dbg_tx_count + 8'd1;
                    dbg_end_sent <= 1'b1;
                    state        <= WAIT_END_DONE;
                end
                WAIT_END_DONE: begin
                    if (tx_done) begin
                        state <= WAIT_A5;
                    end
                end
                default: state <= WAIT_A5;
            endcase
        end
    end
    always_comb begin
        LEDR = 10'b0;
        LEDR[0] = (state == RECV_PAYLOAD);
        LEDR[1] = (state == RUN_SYS);
        LEDR[2] = (state == SEND_ACK)    || (state == WAIT_ACK_DONE) ||
                  (state == SEND_DATA)   || (state == WAIT_DATA_DONE) ||
                  (state == SEND_CYCLES) || (state == WAIT_CYCLES_DONE) ||
                  (state == SEND_END)    || (state == WAIT_END_DONE);
        LEDR[7:3] = dbg_tx_count[4:0];
        LEDR[8]   = dbg_end_sent;
        LEDR[9]   = tx_busy;
    end
endmodule
module uart_rx #(
    parameter int CLK_HZ = 50_000_000,
    parameter int BAUD   = 115200
)(
    input  logic clk,
    input  logic rst,             
    input  logic rx,              
    output logic [7:0] data_out,
    output logic       data_valid
);
    localparam int CLKS_PER_BIT = (CLK_HZ + (BAUD/2)) / BAUD;
    localparam int HALF_BIT     = CLKS_PER_BIT / 2;
    logic rx_ff1, rx_ff2;
    always_ff @(posedge clk) begin
        rx_ff1 <= rx;
        rx_ff2 <= rx_ff1;
    end
    wire rx_s = rx_ff2;
    typedef enum logic [1:0] { IDLE, START, DATA, STOP } state_t;
    state_t state;
    int unsigned count;
    logic [2:0]  bit_idx;
    logic [7:0]  rx_buf;
    always_ff @(posedge clk) begin
        if (rst) begin
            state      <= IDLE;
            count      <= 0;
            bit_idx    <= 0;
            rx_buf     <= 8'h00;
            data_out   <= 8'h00;
            data_valid <= 1'b0;
        end else begin
            data_valid <= 1'b0;  
            case (state)
                IDLE: begin
                    count   <= 0;
                    bit_idx <= 0;
                    if (rx_s == 1'b0) begin
                        state <= START;
                        count <= 0;
                    end
                end
                START: begin
                    if (count == HALF_BIT) begin
                        if (rx_s == 1'b0) begin
                            state   <= DATA;
                            count   <= 0;
                            bit_idx <= 0;
                        end else begin
                            state <= IDLE;  
                        end
                    end else begin
                        count <= count + 1;
                    end
                end
                DATA: begin
                    if (count == CLKS_PER_BIT-1) begin
                        count <= 0;
                        rx_buf[bit_idx] <= rx_s;
                        if (bit_idx == 3'd7) begin
                            state <= STOP;
                        end else begin
                            bit_idx <= bit_idx + 1;
                        end
                    end else begin
                        count <= count + 1;
                    end
                end
                STOP: begin
                    if (count == CLKS_PER_BIT-1) begin
                        count <= 0;
                        data_out   <= rx_buf;
                        data_valid <= 1'b1;
                        state      <= IDLE;
                    end else begin
                        count <= count + 1;
                    end
                end
            endcase
        end
    end
endmodule
module uart_tx #(
    parameter int CLK_HZ = 50_000_000,
    parameter int BAUD   = 115200
)(
    input  logic clk,
    input  logic rst,          
    input  logic [7:0] data_in,
    input  logic       start,  
    output logic       tx,     
    output logic       busy,   
    output logic       done    
);
    localparam int CLKS_PER_BIT = (CLK_HZ + (BAUD/2)) / BAUD;
    typedef enum logic [1:0] { IDLE, START_BIT, DATA_BITS, STOP_BIT } state_t;
    state_t state;
    int unsigned count;
    logic [2:0]  bit_idx;
    logic [7:0]  shreg;
    always_ff @(posedge clk) begin
        if (rst) begin
            state   <= IDLE;
            tx      <= 1'b1;
            busy    <= 1'b0;
            done    <= 1'b0;
            count   <= 0;
            bit_idx <= 0;
            shreg   <= 8'h00;
        end else begin
            done <= 1'b0;  
            case (state)
                IDLE: begin
                    tx   <= 1'b1;
                    busy <= 1'b0;
                    count <= 0;
                    bit_idx <= 0;
                    if (start) begin
                        shreg <= data_in;
                        busy  <= 1'b1;
                        tx    <= 1'b0;  
                        state <= START_BIT;
                        count <= 0;
                    end
                end
                START_BIT: begin
                    busy <= 1'b1;
                    if (count == CLKS_PER_BIT-1) begin
                        count   <= 0;
                        bit_idx <= 0;
                        tx      <= shreg[0];
                        state   <= DATA_BITS;
                    end else begin
                        count <= count + 1;
                    end
                end
                DATA_BITS: begin
                    busy <= 1'b1;
                    if (count == CLKS_PER_BIT-1) begin
                        count <= 0;
                        if (bit_idx == 3'd7) begin
                            tx    <= 1'b1;    
                            state <= STOP_BIT;
                        end else begin
                            bit_idx <= bit_idx + 1;
                            tx      <= shreg[bit_idx + 1];
                        end
                    end else begin
                        count <= count + 1;
                    end
                end
                STOP_BIT: begin
                    busy <= 1'b1;
                    if (count == CLKS_PER_BIT-1) begin
                        count <= 0;
                        tx    <= 1'b1;
                        busy  <= 1'b0;
                        done  <= 1'b1;   
                        state <= IDLE;
                    end else begin
                        count <= count + 1;
                    end
                end
                default: state <= IDLE;
            endcase
        end
    end
endmodule
--- flow/run.sh ---
#!/bin/bash
# OpenROAD 26Q1-2900-gdf79404cd8, Yosys 0.63+post, stock flow scripts
make -C /OpenROAD-flow-scripts/flow DESIGN_CONFIG=/design/flow/config.mk WORK_HOME=/design/flow/orfs finish
--- flow/config.mk ---
export PLATFORM = sky130hd
export DESIGN_NAME = top
export DESIGN_NICKNAME = top
export VERILOG_FILES = /design/flow/design.v
export SDC_FILE = /design/flow/constraint.sdc
export NUM_CORES = 4
export LEC_CHECK = 1
export CORE_UTILIZATION = 30
export SYNTH_HDL_FRONTEND = slang
--- flow/constraint.sdc ---
current_design top

set clk_period 39.2
set clk_io_pct 0.2

create_clock -name clk0 -period $clk_period [get_ports {CLOCK_50}]

set non_clock_inputs [all_inputs -no_clocks]
set_input_delay [expr $clk_period * $clk_io_pct] -clock clk0 $non_clock_inputs
set_output_delay [expr $clk_period * $clk_io_pct] -clock clk0 [all_outputs]
==> flow_metrics.py <==
# Generated from Yosys and OpenROAD reports
metrics = {
    "job": {
        "warning_count": 57,
        "maxCapViolations": 0,
    },
    "clocking": {
        "clk_pin_slew_ps": 60,
        "hold_buffers": 0,
        "cts_resized": 0,
        "numCtsBuffers": 144,
        "cts_tree": "done",
        "cts_root_buffer": "clkbuf_16",
        "clock_sinks": 1137,
        "clk_latency_ps": 860,
        "clock_path_buffers": 4,
        "h-tree-depth": 4,
        "cts_setup_buffers": 0,
    },
    "route": {
        "drtIter0Drc": 3688,
        "num_vias": 71900,
        "dr.pass1.iters": 8,
        "via_per_inst": 4.73,
        "drt_wl_total_microns": 258000,
        "avgRoutedWirePerCell_microns": 17.0,
        "antenna_left": 0,
        "drc": 0,
    },
    "placed_design": {
        "gp_congestion": 0.936,
        "io_buffers": 12,
        "dp_hpwl_microns": 205000,
        "placedCellCount": 14900,
    },
    "worst_setup_path": {
        "critPathCaptureType": "output port",
        "regToRegSetupSlack_ps": 29770,
        "reg2reg_depth": 29,
        "cp.arrival_ps": 2920,
        "cp_max_fo": 38,
        "cp.required_ps": 31360,
        "cp-start-kind": "register",
        "worstSetupPathType": "reg -> out",
    },
    "timing": {
        "max_freq_mhz": 92.9,
        "relSlewSlack": 0.319,
        "tightestPinTransition_ps": 1010,
        "hold_viol": 0,
        "period_minus_slack_ps": 10760,
        "fin_crit_sh": 0.275,
        "setup_tns_ps": 0,
        "rsz0062_at_grt": "false",
        "slew_violations": 0,
        "skew_ps": 86.0,
        "setup_viol": 0,
    },
    "grt": {
        "use_met1": 0.216,
        "grt_max_degree": 115,
        "antenna_found_initial": 16,
        "use_met3": 0.0534,
        "grt_util_all_layers": 0.160,
        "grt_pass1_vias": 72600,
        "grt_overflow": 0,
        "busiest_layer": "met2",
        "use_met2": 0.249,
        "grt_pass1_wl_microns": 412000,
    },
    "floorplanning": {
        "fp_util": 0.303,
        "pin_count": 13,
        "die-area_sq_um": 343000,
        "core.rowCount": 213,
        "die_x_microns": 586,
        "core-area_sq_um": 338000,
        "die_h_microns": 586,
    },
    "synth": {
        "xor_share": 0.0681,
        "avgSynthCellArea_sq_um": 9.70,
        "synth_warnings": 0,
        "yosys_register_bits": 1137,
        "synth_top_area_share": 0.176,
        "yosys.cell_types.count": 94,
        "syn_area_sq_um": 102000,
        "synth-seq-area-share": 0.261,
        "synthTopCellsByArea": "fa_1 18%, dfxtp_1 15%, ha_1 12%",
        "ys_chip_area_sq_um": 102000,
        "yosysTopAreaCell": "fa_1",
        "mux_area_frac": 0.0508,
        "ys_cells": 10500,
        "synth-simple-area-share": 0.157,
        "edf_count": 392,
        "compound_area_frac": 0.106,
        "postSynth.asyncResetShare": 0,
        "ys_sh_adder": 0.298,
        "ys.flop_type": "dfxtp_1",
        "netlist_instances": 10500,
        "top_logic_kind": "adder cells",
    },
    "power": {
        "p_leak_uw": 0.0507,
        "p_per_area_nw_per_um2": 22.4,
        "vdd_drop_max_mv": 0.0311,
    },
    "worst_hold_path": {
        "hold_class": "reg -> reg",
        "holdPathStages": 0,
    },
    "cells_and_area": {
        "syn_to_final_growth_pct": 10.1,
        "postLayoutCoreUtil": 0.333,
        "stdcell_count": 15200,
        "layout-drive-gt1-share": 0.0606,
    },
    "status": {
        "outcome": "complete, no violations",
    },
}
cell usage in the layout, fill, tap and decap left out, drive strengths merged, types with 268 or more instances in the layout:
master  instances
a21oi         537
fa            896
and2          670
edfxtp        392
xnor2         520
inv          1338
a21o          268
ha           1003
nand2         538
xor2          274
nor2          957
nor2b         273
dfxtp         745
o21ai         309
per-layer routing:
layer | vias up | share of wire
met2 | 1500 | 0.45
met3 | 356 | 0.079
met4 | 10 | 0.039
met5 | - | 0.00026
li1 | 35700 | -
met1 | 34300 | 0.43
Yosys cell counts, types with 66 or more instances:
cell      number
o21a_1        66
ha_1        1003
o21ai_0      244
fa_1         896
a211oi_1      66
and3_1       133
nor3_1       137
edfxtp_1     392
xor2_1       274
dfxtp_1      745
nand3_1      142
nand4_1       67
and2_1       668
a21oi_1      536
inv_1       1328
o21bai_1      95
nand2b_1     139
mux4_2       222
a21o_1       268
nand2_1      538
xnor2_1      520
nor2b_1      273
clkbuf_1     191
nor2_1       957
state kept, by name (all words and copies together) (netlist names), 8 cells and up, named ones only:
name,flops
u_tx.count,32
u_tx.shreg,8
B,128
tx_data,8
A,128
compute_cycles,32
u_sys.ROW.COL.u_pe.b_out,96
u_sys.ROW.COL.u_pe.a_out,96
u_rx.count,32
u_rx.rx_buf,8
u_sys.ROW.COL.u_pe.sum,512
u_rx.data_out,8
cell families after synthesis:
| logic type | count (synthesis) |
|---|---|
| mux | 240 |
| flops | 1137 |
| compound gates | 1686 |
| simple gates | 3207 |
| xor+xnor | 794 |
| buf+inv | 1567 |
| fa+ha+maj | 1899 |
worst max-delay path: stages, from the launching register on:
cell and delay [ps]:
edfxtp_1 600, nand2b_1 240, or2_2 280, buf_4 270, inv_2 210, clkdlybuf4s50_1 490
power by group:
| part | total (uW) | switching, uW | internal [uW] |
|---|---|---|---|
| clock network | 1300 | 544 | 761 |
| logic | 3.17 | 1.77 | 1.36 |
| registers | 1210 | 1.28 | 1210 |
| total | 2520 | 547 | 1970 |
worst paths after layout:
path	start	end
worst max-delay path	state[3]$_SDFFCE_PN0P_	LEDR[1]
worst min-delay path	u_rx.rx_ff1$_DFF_P_	u_rx.rx_ff2$_DFF_P_
worst max register to register	t_cycle[0]$_DFFE_PP_	u_sys.ROW[2].COL[0].u_pe.sum[30]$_SDFF_PP0_
worst min register to register	u_rx.rx_ff1$_DFF_P_	u_rx.rx_ff2$_DFF_P_
final cells by class:
class / count / area (sq um)
Clock buffer: 193 / 4030
Sequential cell: 1137 / 26700
Antenna cell: 6 / 15.0
Clock inverter: 55 / 488
Timing Repair Buffer: 113 / 903
Inverter: 1333 / 5000
Fill cell: 34000 / 225000
Multi-Input combinational cell: 7826 / 69700
Tap cell: 4515 / 5650
stage by stage:
stage	setup slack [ps]	hold WS, ps	total power (uW)	cell area, sq um
2_1_floorplan	29730	310	1240	102000
3_3_place_gp	29240	386	1240	108000
3_5_place_dp	29250	385	1240	108000
4_1_cts	28360	393	2560	112000
5_1_grt	28260	394	2600	112000
6_report	28440	378	2520	112000
Power and IR drop assume default switching activity.
